--- flow/run.sh ---
#!/bin/bash
# OpenROAD 26Q1-2900-gdf79404cd8, Yosys 0.63+post, stock flow scripts
make -C /OpenROAD-flow-scripts/flow DESIGN_CONFIG=/design/flow/config.mk WORK_HOME=/design/flow/orfs finish
--- flow/config.mk ---
export PLATFORM = sky130hd
export DESIGN_NAME = Or
export DESIGN_NICKNAME = Or
export VERILOG_FILES = /design/flow/design.v
export SDC_FILE = /design/flow/constraint.sdc
export NUM_CORES = 4
export LEC_CHECK = 1
export CORE_AREA = 10 10 70 70
export DIE_AREA = 0 0 80 80
--- flow/constraint.sdc ---
current_design Or

set clk_period 1.0
set clk_io_pct 0.2

create_clock -name clk0 -period $clk_period

set non_clock_inputs [all_inputs -no_clocks]
set_input_delay [expr $clk_period * $clk_io_pct] -clock clk0 $non_clock_inputs
set_output_delay [expr $clk_period * $clk_io_pct] -clock clk0 [all_outputs]
--- flow/design.v ---
`timescale 1ns / 1ps
module Or(out, in_1, in_2);
    parameter n = 32;
    output [n - 1 : 0] out;
    input [n - 1 : 0] in_1;
    input [n - 1 : 0] in_2;
    genvar i;
    generate for (i = 0; i < n; i = i + 1) begin
        or orblk(out[i], in_1[i], in_2[i]);
    end
    endgenerate
endmodule
==> impl_metrics.json <==
{
  "achievable-frequency_mhz": 1040,
  "status": "complete, no violations",
  "routabilityCongestion": 0.795,
  "finalCriticalPeriod_ps": 964,
  "fill_cell_instance_count_of_the_final_layout": 419,
  "topCellsByArea": "or2_1 100%",
  "timing.hold.worst.class": "in2out",
  "synth_warnings": 0,
  "gr-usage-all-layers": 0.0614,
  "drt_pre_antenna_iters": 2,
  "worst_ep_required_time_ps": 800,
  "cts_setup_buffers": 0,
  "synth.yosys.num_cells": 32,
  "drive_gt1_frac": 0.250,
  "layout.cells.non_filler": 174,
  "cp_max_fo": 1,
  "synthCells": 32,
  "max-vdd-ir-drop_mv": 0.0778,
  "floorplanUtilization": 0.0586,
  "drtIter0Drc": 1,
  "post_drt_wl_per_cell_um": 12.5,
  "cp_data_arrival_time_ps": 760,
  "floorplan.die.height_um": 80,
  "post_synthesis_cell_type_with_the_largest_combined_area": "or2_1",
  "hold_path_startpoint": "in_2[29]",
  "worst_setup_margin_ps": 36.4,
  "setup-violations-final": 0,
  "maxCapViolations": 0,
  "synth_chip_area_sq_um": 200,
  "synth.lib_cells_used.distinct": 1,
  "multi_input_comb_area_sq_um": 200,
  "initial_antenna_violation_count": 0,
  "syn_avg_cell_area_sq_um": 6.26,
  "fin_hold_ws_ps": 743,
  "grt-ovfl-total": 0,
  "top_cells_excl_fill_tap": "64 x dlygate4sd2_1, 32 x or2_1, 32 x buf_2",
  "via_count": 564,
  "timing.final.hold_violations": 0,
  "power_density_nw_per_um2": 249,
  "critPathSlowestCell": "dlygate4sd2_1",
  "clkbuf_count": 0,
  "final_slew_viol_count": 0,
  "flip_flop_and_latch_area_sq_um": 0,
  "min_delay_path_depth": 3,
  "post_dp_cell_area_sq_um": 1220,
  "stage_log_warnings": 32,
  "post_drt_via_cell_ratio": 3.24,
  "total_leakage_power_nw": 0.495,
  "finalWirelength_um": 2180,
  "whs_endpoint": "out[29]",
  "max_slew.worst_pin.slew_ps": 55.0,
  "worstPathCellList": "dlygate4sd2_1, or2_1, buf_2",
  "boundaryPins": 96,
  "ys_seq_share": 0,
  "io_buffers": 96,
  "final_design_area_no_fill_sq_um": 978,
  "number_of_global_route_vias_before_repair": 665,
  "slew-limit-headroom": 0.963,
  "detailedPlacementHpwl_um": 2170,
  "detail_route.antenna_diodes": 0,
  "worst_path_largest_cell_delay_ps": 220,
  "final_min_period_over_clock_period": 0.964,
  "ant_nets": 0,
  "global_route_wire_length_before_repair_um": 3250,
  "grt_setup_unrepaired": "no",
  "area_of_the_mapped_netlist_sq_um": 200,
  "die.size.x_um": 80,
  "timing.critical_path.to_type": "output port",
  "route.detailed.drc": 0,
  "dp_worst_setup_slack_ps": -456,
  "core_region_area_sq_um": 3420,
  "worst-setup-path-type": "in2out",
  "floorplan.rows": 21,
  "top_area_frac": 1.00,
  "fp.dieArea_sq_um": 6400,
  "layout-area-overhead-vs-synth_pct": 389,
  "nFlopsAndLatches": 0,
  "final_layout_top_logic_cell": "dlygate4sd2_1",
  "place_inst": 174,
  "start_kind": "primary input",
  "largest_net_degree_at_the_start_of_global_routing": 2
}
-- cell families after synthesis --
logic type | after synthesis | share of synthesized area
and+or+nand+nor | 32 | 1.00
-- stage by stage --
step	setup TNS [ps]	utilization	total power (W)
global route	0	0.286	0.000276
detailed placement	-13830	0.357	0.000407
CTS	0	0.286	0.000253
floorplan	0	-	0.0000290
global placement	-13690	0.357	0.000404
finish	0	0.286	0.000244
-- Yosys cell counts --
cell type / instances
or2_1: 32
-- cell type report --
class | count | share of cell area
repair buffers | 96 | 0.737
multi-input cells | 32 | 0.205
well taps | 46 | 0.0588
-- per-layer routing --
metal,share of wire,GRT usage,vias up
met1,0.33,0.0593,234
met4,0,0,0
li1,-,-,288
met3,0.14,0.0341,0
met2,0.53,0.117,42
met5,0,0,-
-- how the worst max path moves through the flow --
stage     startpoint  endpoint  cells after the start
6_report     in_1[2]    out[2]                      3
5_1_grt      in_1[3]    out[3]                      3
4_1_cts      in_1[2]    out[2]                      3
-- power by group --
part           internal [W]  switching, W  leakage (nW)
Combinational      0.000195     0.0000487         0.495
Clock                     0             0             0
Sequential                0             0             0
-- what timing repair did --
action                     4_1_cts  5_1_grt
hold buffers                     0        0
resized                        162        0
setup endpoints to repair       32        0
hold endpoints to repair         0        0
-- worst max-delay path: cells and delay by family --
kind / cells / cell delay (ps)
buffers and inverters: 2 / 330
and+or+nand+nor: 1 / 220
Power figures rest on the tool's default switching activity, not on a simulated workload.
