`config.mk`:
```
export PLATFORM = sky130hd
export DESIGN_NAME = And
export DESIGN_NICKNAME = And
export VERILOG_FILES = /design/flow/design.v
export SDC_FILE = /design/flow/constraint.sdc
export NUM_CORES = 4
export LEC_CHECK = 1
export CORE_AREA = 10 10 70 70
export DIE_AREA = 0 0 80 80
```
`constraint.sdc`:
```
current_design And

set clk_period 1.0
set clk_io_pct 0.2

create_clock -name clk0 -period $clk_period

set non_clock_inputs [all_inputs -no_clocks]
set_input_delay [expr $clk_period * $clk_io_pct] -clock clk0 $non_clock_inputs
set_output_delay [expr $clk_period * $clk_io_pct] -clock clk0 [all_outputs]
```
`design.v`:
```
`timescale 1ns / 1ps
module And(out, in_1, in_2);
    parameter n = 32;
    output [n - 1 : 0] out;
    input [n - 1 : 0] in_1;
    input [n - 1 : 0] in_2;
    genvar i;
    generate for (i = 0; i < n; i = i + 1) begin
        and andblk(out[i], in_1[i], in_2[i]);
    end
    endgenerate
endmodule
```
`run.sh`:
```
#!/bin/bash
# OpenROAD 26Q1-2900-gdf79404cd8, Yosys 0.63+post, stock flow scripts
make -C /OpenROAD-flow-scripts/flow DESIGN_CONFIG=/design/flow/config.mk WORK_HOME=/design/flow/orfs finish
```
==> flow_summary_export.csv <==
group,metric,value,unit
final_layout,area.growth.synth_to_final,390,%
drt,detailedRoute.firstIterationViolations,2,
floorplanning,die-width,80,um
global_route,grt_pass1_vias,650,
pwr,worst_ir_drop_vdd,86.5,uV
place,dp_slack,-0.473,ns
floorplanning,chipHeight,80,um
setup_path,path_class,"in2out",
pwr,combinational_cell_fraction_of_total_power,100.0,%
sta,timing.hold.ws,0.764,ns
global_route,grt_pass1_wl,3310,um
setup_path,setup.worst_path.start,"in_2[17]",
final_layout,area.sequential,0,um^2
sta,timing.final.crit_share,88.0,%
final_layout,layout-drive-gt1-share,25.8,%
drt,wl,2170,um
pwr,p_leak,0.576,nW
synthesis,synthesis.area,200,um^2
synthesis,post_synth_inst_count,32,
pwr,powerDensity,253,nW/um^2
global_route,largest_net_degree_at_the_start_of_global_routing,2,
setup_path,cp-end-kind,"output port",
global_route,globalRouteTotalUtil,6.23,%
sta,maxSlewViolCount,0,
pwr,total_power_draw,0.000248,W
drt,routed-via-count,551,
setup_path,critPathRequiredTime,0.80,ns
sta,finalWorstPathRequiredPeriod,0.880,ns
place,gp_congestion,0.806,
run_status,run_status,"completed",
final_layout,stdcell_count,174,
floorplanning,io_pins,96,
drt,number_of_nets_with_antenna_violations_after_detailed_routing,0,
synthesis,ys_cells,32,
drt,per_cell_via_count_in_the_routed_design,3.17,
floorplanning,chipArea,6400,um^2
final_layout,clock_buffer_count,0,
final_layout,ff_count,0,
setup_path,timing.critical_path.from_type,"input port",
cts,postCtsHoldBufs,0,
cts,cts_post_setup_buffers_inserted,0,
drt,detail_route.first_pass.iterations,2,
place,numPlacedInstances,174,
synthesis,synth_chip_area,200,um^2
pwr,internal_power,0.000199,W
final_layout,layout_top_cell_excl_fill_tap,"sky130_fd_sc_hd__dlygate4sd2_1",
synthesis,mean_instance_size_in_the_synthesized_netlist,6.26,um^2
setup_path,critPathCapture,"out[17]",
sta,hold_viol_final,0,
sta,setup-violations-final,0,
sta,grt_setup_unrepaired,"false",
worst_hold_path,hold_class,"in2out",
pwr,power_frac_seq,0,%
pwr,clockPowerShare,0,%
final_layout,mostFrequentLayoutCells,"64 x sky130_fd_sc_hd__dlygate4sd2_1, 32 x sky130_fd_sc_hd__buf_2, 31 x sky130_fd_sc_hd__and2_1",
sta,layout_setup_ws,0.120,ns
setup_path,cp_cell_sequence,"dlygate4sd2_1, and2_1, buf_2",
sta,slew_headroom,96.7,%
global_route,grt_overflow,0,
drt,wire_per_inst,12.5,um
global_route,initial_antenna_violation_count,0,
synthesis,yosysSeqAreaShare,0,%
drt,num_antenna_cells,0,
floorplanning,floorplan.core_area,3420,um^2
setup_path,arrival,0.68,ns
pwr,power_switching_share,19.6,%
final_layout,final_core_util,28.7,%
drt,drc,0,
sta,maximum_clock_rate,1140,MHz
setup_path,cp_slowest_stage_delay,0.23,ns
synthesis,post_synth_num_cell_types,1,
setup_path,timing.critical_path.slowest_stage_cell,"sky130_fd_sc_hd__dlygate4sd2_1",
floorplanning,rows,21,
cts,cts_resized,163,
flow_run,tool_warnings,32,
flow_run,cap_violations,0,
pwr,total_switching_power,0.0000485,W
sta,worst_slew_pin_slew,0.0492,ns
synthesis,synthesis.yosys.warnings,0,
place,io_buffer_count,96,
place,detailed_place_hpwl,2170,um
floorplanning,initCoreUtil,5.86,%
setup_path,crit_path_max_fanout,1,
worst min-delay path by stage:
| stage | from | end | slack [ns] | cells after the start |
|---|---|---|---|---|
| CTS | in_1[24] | out[24] | 0.77 | 3 |
| global route | in_1[12] | out[12] | 0.78 | 3 |
| finish | in_1[24] | out[24] | 0.76 | 3 |
cell families after synthesis:
logic type | Yosys count | share of synthesized area (%)
simple gates | 32 | 100
routing by layer:
metal  GRT usage [%]  up-vias  share of wire, %
met5               0        -                 0
met4               0        0                 0
met3            3.41        0                14
met2            11.5       43                52
met1            6.39      220                33
li1                -      288                 -
final cells by class:
class / count / area [um^2]
multi-input combinational: 32 / 203
fill: 416 / 2430
timing repair buffer: 96 / 721
tap: 46 / 57.6
worst max-delay path: cells and delay by family:
| kind | cells | cell delay (ns) |
|---|---|---|
| and+or+nand+nor | 1 | 0.14 |
| buffers and inverters | 2 | 0.34 |
Yosys cell counts:
master,n,area (um^2)
sky130_fd_sc_hd__and2_1,32,200
through the flow:
stage          instance area, um^2  setup TNS [ns]
6_report                       981               0
5_1_grt                        981               0
2_1_floorplan                  200               0
4_1_cts                        981               0
3_3_place_gp                  1220          -13.79
3_5_place_dp                  1220          -13.98
power by group through the flow:
| stage | Sequential, W | Combinational [W] | Clock (W) |
|---|---|---|---|
| finish | 0 | 0.000248 | 0 |
| global route | 0 | 0.000280 | 0 |
| CTS | 0 | 0.000257 | 0 |
Power is estimated from default activity; no workload was simulated.
