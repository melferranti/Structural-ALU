[./config.mk]
export PLATFORM = sky130hd
export DESIGN_NAME = Not
export DESIGN_NICKNAME = Not
export VERILOG_FILES = /design/flow/design.v
export SDC_FILE = /design/flow/constraint.sdc
export NUM_CORES = 4
export LEC_CHECK = 1
export CORE_AREA = 10 10 70 70
export DIE_AREA = 0 0 80 80
[./run.sh]
#!/bin/bash
# OpenROAD 26Q1-2900-gdf79404cd8, Yosys 0.63+post, stock flow scripts
make -C /OpenROAD-flow-scripts/flow DESIGN_CONFIG=/design/flow/config.mk WORK_HOME=/design/flow/orfs finish
[./design.v]
`timescale 1ns / 1ps
module Not(out, in);
    parameter n = 32;
    output [n - 1 : 0] out;
    input [n - 1 : 0] in;
    genvar i;
    generate for (i = 0; i < n; i = i + 1) begin
        not notblk(out[i], in[i]);
    end
    endgenerate
endmodule
[./constraint.sdc]
current_design Not

set clk_period 1.0
set clk_io_pct 0.2

create_clock -name clk0 -period $clk_period

set non_clock_inputs [all_inputs -no_clocks]
set_input_delay [expr $clk_period * $clk_io_pct] -clock clk0 $non_clock_inputs
set_output_delay [expr $clk_period * $clk_io_pct] -clock clk0 [all_outputs]
==> flow_metrics.tcl <==
# implementation run metrics
set metrics [dict create \
    drc 0 \
    fill_cells 404 \
    holdPathStages 3 \
    crit_arrival_ns 0.79 \
    slew_headroom_pct 96.0 \
    flop_area_um2 0 \
    ys_seq_share_pct 0 \
    gp_congestion 0.688 \
    drt_pass1_iterations 1 \
    drtIter0Drc 0 \
    post_cts_buffers 0 \
    ys_warn_count 0 \
    cp-start-kind "primary input" \
    syn_avg_cell_area_um2 3.75 \
    netlist-cell-type-count 1 \
    top_cells_by_area "inv_1" \
    crit_chain "clkdlybuf4s50_1 -> inv_1 -> buf_2" \
    vdd.ir_drop.worst_mv 0.0462 \
    postRouteWirelength_mm 1.36 \
    synth.cell_area_um2 120 \
    dieArea_um2 6400 \
    cpPeakStageDelay_ns 0.45 \
    placed_area_um2 818 \
    fin_crit_ns 0.989 \
    io_buffer_count 64 \
    place_ws_ns -0.339 \
    endpoint_kind "primary output" \
    warning_count 33 \
    setup_ws_ns 0.0109 \
    finalCritPeriodShare_pct 98.9 \
    coreArea_um2 3420 \
    crit_fanout 1 \
    hold_buffers 0 \
    grt_max_degree 2 \
    n_antenna_cell 0 \
    path_class "primary input to primary output" \
    routedWlPerCell_um 9.60 \
    layout-drive-gt1-share_pct 16.7 \
    min_from "in[15]" \
    areaGrowthSynthToFinish_pct 510 \
    logic_gate_count 0 \
    antenna_found_initial 0 \
    hold_viol 0 \
    synth_chip_area_um2 120 \
    common_cells "inv_1" \
    startpoint "in[24]" \
    grt_pass1_wl_mm 1.85 \
    seq_cells 0 \
    clockBufferCount 0 \
    max-cap-violations 0 \
    netlist.top_cell.by_area "inv_1" \
    crit_required_ns 0.80 \
    hold_path_class "primary input to primary output" \
    finalPower_uw 173 \
    die_h_um 80 \
    crit_slowest_cell "clkdlybuf4s50_1" \
    grt_pass1_vias 360 \
    setup_viol 0 \
    vias 370 \
    overflow 0 \
    design_area_um2 733 \
    rows 21 \
    track_usage_pct 3.56 \
    die_w_um 80 \
    finish.utilization_pct 21.5 \
    most_common_cell "inv_1" \
    rsz0062_at_grt "false" \
    ios 64 \
    drtAntennaViolNets 0 \
    status "finished clean" \
    power.density_nw_per_um2 237 \
    logic_area_um2 0 \
    worst_slew_pin_slew_ns 0.0600 \
    post_drt_via_cell_ratio 2.61 \
    leakage_uw 0.000593 \
    hpwl_mm 1.31 \
    maxClockFrequency_ghz 1.01 \
    yosys_cells 32 \
    fp_util_pct 3.52 \
    slew_viol_final 0 \
    syn_inst 32 \
    top_area_share_pct 100 \
]
==> layer usage <==
| metal | vias up | share of wire (%) | GRT usage, % | routed length [µm] |
|---|---|---|---|---|
| li1 | 192 | - | - | - |
| met1 | 150 | 32 | 3.30 | 430 |
| met2 | 28 | 53 | 6.74 | 724 |
| met3 | 0 | 15 | 2.27 | 208 |
| met4 | 0 | 0 | 0 | 0 |
| met5 | - | 0 | 0 | 0 |
==> final timing paths <==
| path | end | slack (ns) |
|---|---|---|
| setup / recovery | out[24] | 0.01 |
| hold / removal | out[15] | 0.61 |
==> through the flow <==
step / setup TNS [ns] / hold slack [ns] / std cells
final: 0 / 0.611 / 142
after global routing: 0 / 0.627 / 142
after CTS: -0.0820 / 0.845 / 142
after detailed placement: -9.92 / 1.28 / 142
after global placement: -9.80 / 1.27 / 142
after floorplan: 0 / 0.409 / 32
==> cell families after synthesis <==
kind of cell / count (synthesis) / share of synthesized area [%]
buffers and inverters: 32 / 100
==> final cells by class <==
cell class	instances	area share, %
inverters	32	16.4
well taps	46	7.85
repair buffers	64	75.8
==> power breakdown <==
part / internal, µW / switching, µW / total [µW] / leakage, µW
Clock: 0 / 0 / 0 / 0
Sequential: 0 / 0 / 0 / 0
Combinational: 135 / 38.3 / 173 / 0.000593
==> placed cells by master (no fill, tap or decap), drive strengths merged <==
| cell | synthesis | layout |
|---|---|---|
| inv | 32 | 32 |
| buf | 0 | 15 |
| dlygate4sd2 | 0 | 32 |
| dlymetal6s2s | 0 | 14 |
| clkbuf | 0 | 1 |
| clkdlybuf4s50 | 0 | 2 |
==> worst max-delay path, delay by kind of cell <==
kind | cells | cell delay (ns)
buffers and inverters | 3 | 0.58
==> repair_timing <==
| item | in CTS | in global routing |
|---|---|---|
| gates cloned | 0 | 0 |
| resized | 79 | 15 |
| endpoints found under the setup margin | 32 | 14 |
Power is estimated from default activity; no workload was simulated.
